==> design/flow/run.sh <==
#!/bin/bash
# OpenROAD 26Q1-2900-gdf79404cd8, Yosys 0.63+post, stock flow scripts
make -C /OpenROAD-flow-scripts/flow DESIGN_CONFIG=/design/flow/config.mk WORK_HOME=/design/flow/orfs finish
==> design/flow/config.mk <==
export PLATFORM = sky130hd
export DESIGN_NAME = matrix_scan
export DESIGN_NICKNAME = matrix_scan
export VERILOG_FILES = /design/flow/design.v
export SDC_FILE = /design/flow/constraint.sdc
export NUM_CORES = 4
export LEC_CHECK = 1
export CORE_UTILIZATION = 30
==> design/flow/constraint.sdc <==
current_design matrix_scan

set clk_period 2.5
set clk_io_pct 0.2

create_clock -name clk0 -period $clk_period [get_ports {clk_in}]

set non_clock_inputs [all_inputs -no_clocks]
set_input_delay [expr $clk_period * $clk_io_pct] -clock clk0 $non_clock_inputs
set_output_delay [expr $clk_period * $clk_io_pct] -clock clk0 [all_outputs]
==> design/flow/design.v <==
module matrix_scan (
	input reset,
	input clk_in,
	output [5:0] column_address,          
	output reg [3:0] row_address,         
	output reg [3:0] row_address_active,  
	output clk_pixel_load,
	output clk_pixel,
	output row_latch,
	output output_enable,  
	output reg [5:0] brightness_mask  
);
	localparam state_timeout_overlap = 'd67;
	reg [1:0] state = 2'b00;
	wire clk_state;
	wire state_advance;
	wire clk_pixel_load_en; 
	reg  clk_pixel_en;     
	reg  [1:0] row_latch_state = 2'b00;
	wire clk_row_address;  
	reg  [5:0] brightness_mask_active;  
	wire [9:0] brightness_timeout;      
	wire [9:0] brightness_counter;      
	assign clk_pixel_load = clk_in && clk_pixel_load_en;
	assign clk_pixel = clk_in && clk_pixel_en;
	assign row_latch = row_latch_state[1:0] == 2'b10;
	assign clk_state = state == 2'b10;
	timeout #(
		.COUNTER_WIDTH(7)
	) timeout_clk_pixel_load_en (
		.reset(reset),
		.clk_in(clk_in),
		.start(clk_state),
		.value(7'd64),
		.counter(),
		.running(clk_pixel_load_en)
	);
	timeout #(
		.COUNTER_WIDTH(6)
	) timeout_column_address (
		.reset(reset),
		.clk_in(clk_in),
		.start(clk_state),
		.value(6'd63),
		.counter(column_address),
		.running()
	);
	always @(negedge clk_in) begin
		clk_pixel_en <= clk_pixel_load_en;
		row_latch_state <= { row_latch_state[0], clk_pixel_load_en };
	end
	assign brightness_timeout = 
		(brightness_mask_active == 6'b000001) ? 10'd23 :
		(brightness_mask_active == 6'b000010) ? 10'd46 :
		(brightness_mask_active == 6'b000100) ? 10'd92 :
		(brightness_mask_active == 6'b001000) ? 10'd184 :
		(brightness_mask_active == 6'b010000) ? 10'd368 :
		(brightness_mask_active == 6'b100000) ? 10'd736 :
		10'd1;
	timeout #(
		.COUNTER_WIDTH(10)
	) timeout_output_enable (
		.reset(reset),
		.clk_in(clk_in),
		.start(~row_latch),
		.value(brightness_timeout),
		.counter(brightness_counter),
		.running(output_enable)
	);
	assign state_advance = !output_enable || (state_timeout_overlap < brightness_counter);
	always @(posedge clk_in, posedge reset) begin
		if (reset) begin
			state <= 2'b1;
		end
		else begin
			state <= { state[0], state_advance };
		end
	end
	always @(posedge row_latch, posedge reset) begin
		if (reset) begin
			brightness_mask <= 6'd0;
			brightness_mask_active <= 6'd0;
			row_address <= 4'd0;
			row_address_active <= 4'd0;
		end
		else begin
			brightness_mask_active <= brightness_mask;
			row_address_active <= row_address;
			if ((brightness_mask == 6'd0) || (brightness_mask == 6'b000001)) begin
				brightness_mask <= 6'b100000;
				row_address <= row_address + 4'd1;
			end
			else begin
				brightness_mask <= brightness_mask >> 1;
			end
		end
	end
endmodule
module timeout #(
	parameter COUNTER_WIDTH = 8
) (
	input reset,
	input clk_in,
	input start,
	input [COUNTER_WIDTH - 1:0] value,
	output reg [COUNTER_WIDTH - 1:0] counter,
	output running
);
	reg start_latch = 1'b0;
	assign running = counter != 0;
	always @(posedge clk_in, posedge reset) begin
		if (reset) begin
			counter <= 'b0;
			start_latch <= 1'b0;
		end
		else begin
			if (start && !start_latch) begin
				counter <= value;
			end
			else if (counter != 0) begin
				counter <= counter - 'd1;
			end
			start_latch <= start;
		end
	end
endmodule
==> Changelog: implementation <==
## Implementation

* Run status: finished, violations left
* Failing checks: setup timing
* Worst relative slew slack at 47.9%
* Critical-path top delay cell: or4_4
* Placed cell count at 352
* RSZ-0062 raised after global routing: yes
* Sum of net half-perimeters after detailed placement at 3150 um
* Total die area at 8450 um2
* Combined area of all synthesized cells at 2430 um2
* Adder Share, Synth at 2.58%
* Top area contributor share at 47.4%
* Fraction of final layout cells with drive strength greater than 1 at 33.5%
* Final-layout worst hold slack at 0.383 ns
* Critical-path maximum fanout at 2
* Count of final hold-check violations at 0
* Multiplexer area fraction after synthesis at 1.34%
* Least-Margin Pin Slew at 0.779 ns
* Via total after detailed routing at 1799
* Ys flops at 50
* Yosys top cell by area: dfrtp_1
* Antenna diode instance count at 0
* Area fraction in and, or, nand and nor cells at 19.6%
* Fp util at 31.2%
* Final worst slack at -0.338 ns
* XOR/XNOR Fraction of Synth Area at 7.58%
* Yosys stat area at 2430 um2
* Pre-antenna DRT Iters at 4
* Setup violation total in the final timing report at 16
* Synth logic family: simple AND/OR/NAND/NOR gates
* Core box area at 7770 um2
* Cell chain of the critical path: inv_1, ha_2, or3b_4, or4_4, buf_6
* Grt met3 use at 3.80%
* Proportion of power drawn by combinational gates at 1.2%
* TritonCTS clock tree: done
* Count of buffers from port buffering at 25
* Die H at 91.9 um
* Power per standard cell area at 428 nW/um2
* Syn. warnings at 4
* Placement Rows at 32
* Number of maximum-capacitance violations at 0
* Number of unconstrained endpoints at 34
* Clock-pin slew on the worst setup and hold paths at 0.07 ns
* Hold Buf Count CTS at 0
* Violation tally from detailed-route iteration zero at 85
* Crit path launch type: register
* Width of the die at 91.9 um
* Wire length of the first global-routing pass at 8140 um
* Post-synthesis instance total at 220
* Critical Path Max Stage Delay at 0.44 ns
* Global-route track usage on met1 at 19.5%
* Register pins left without a clock at 20
* Share of total power consumed by net switching at 18.5%
* Most congested layer reported by global routing: met1
* Worst EP arrival at 1.94 ns
* M2 GR Usage at 17.1%
* Mean routed wirelength per cell at 12.6 um
* Cell internal power dissipation at 1.16 mW
* Number of antenna violations at the first check in global routing at 0
* Maximum vdd ir drop at 0.000271 V
* Total Wirelength at 4830 um
* Vias per Instance at 4.70
* Switching power at 0.262 mW
* AND-OR/OR-AND share of the synthesized area at 10.8%
* Kind of end point of the critical path: register
* Proportion of power drawn by flip-flops and latches at 34.2%
* Relative area change from synthesis to final layout at 36.7%
* Count of filler cells inserted in the layout at 723
* Overall overflow remaining after global route at 0
* Tool Warnings at 33
* Max-slew violation count at 0
* Remaining routing DRC violations at 0
* Post-DRT Antenna Nets at 0
* Number of flops mapped to enable cells by yosys at 0
* Final std cells w/o fill at 383
* Distinct cell type count of the synthesized netlist at 57
* Maximum clock skew at final layout at 0.0802 ns
* Leak pwr at 1.56 nW
* I/O pin cnt at 26
* Top post-synthesis cells by area: dfrtp_1 (47%), xnor2_1 (4.3%), xor2_1 (3.2%)
* Type of the worst setup path: register to register
* Crit path required time at 1.60 ns
* Dominant register cell in the synthesized netlist: dfrtp_1
* Final Wtd Congestion at 0.814
* Clock network fraction of design power at 64.6%
* Maximum number of pins on one net before global-route repair at 29
* Register share after synthesis at 51.0%
* GR Util All Layers at 12.2%
* Average cell area after synthesis at 11.0 um2
* Worst hold path type: register to register
* Vias in the first global route at 1738
* Number of cells in Yosys stat at 220
* Insertion delay to the later sink of the worst-skew pair at 0.46 ns
* Async S/R FF share, synth at 94.0%
## placed cells by master (no fill, tap or decap), drive strengths merged, types with 3 or more instances in the layout
cell type	instances
nor4	5
nor3	10
dfxtp	3
clkbuf	9
xor2	9
clkdlybuf4s50	21
xnor2	12
or3	4
bufinv	3
dfrtp	46
nand4	3
nor2	17
buf	41
o31ai	3
o22ai	4
a21oi	7
nand2	14
inv	16
nor2b	3
or4	3
ha	5
o21ai	7
nor4b	3
nand3	3
## area by class of cell
cell class,count,area (um2),area share (%)
tap,102,128,3.85
sequential,50,1240,37.4
inverter,13,48.8,1.47
multi-input combinational,140,1120,33.8
timing repair buffer,61,551,16.6
clock inverter,6,88.8,2.68
clock buffer,11,140,4.22
## layer usage
metal  vias up  share of wire, %
li1        882                 -
met1       875                51
met2        36                43
met3         6               4.7
met4         0               1.5
met5         -                 0
## final timing paths
kind | start | endpoint | slack [ns] | cells past startpoint
min in group asynchronous | reset | timeout_clk_pixel_load_en.counter[1]$_DFFE_PP0P_ | 0.51 | 2
worst max register to register | timeout_clk_pixel_load_en.counter[1]$_DFFE_PP0P_ | clk_pixel_en$_DFF_N_ | -0.34 | 5
worst max-delay path | timeout_clk_pixel_load_en.counter[1]$_DFFE_PP0P_ | clk_pixel_en$_DFF_N_ | -0.34 | 5
worst min register to register | row_latch_state[0]$_DFF_N_ | row_latch_state[1]$_DFF_N_ | 0.38 | 0
worst min-delay path | row_latch_state[0]$_DFF_N_ | row_latch_state[1]$_DFF_N_ | 0.38 | 0
max in group asynchronous | reset | timeout_output_enable.counter[3]$_DFFE_PP0P_ | 1.59 | 2
## power groups by stage
stage / clock, mW / combinational (mW) / sequential, mW
CTS: 0.888 / 0.0188 / 0.485
global route: 0.985 / 0.0213 / 0.484
finish: 0.917 / 0.0172 / 0.485
## cell families (layout without fill, tap and decap cells)
kind of cell / Yosys count / after routing
adders and majority gates: 5 / 5
and+or+nand+nor: 78 / 78
muxes: 3 / 3
buffers and inverters: 30 / 91
DFF: 50 / 50
xor gates and xnor gates: 21 / 21
AOI/OAI and AO/OA: 33 / 33
## worst max-delay path: cells and delay by family (launching register included)
kind / cells / cell delay, ns
adder cells (fa/ha/maj): 1 / 0.16
buffers and inverters: 2 / 0.20
flip-flops: 1 / 0.38
AND/OR/NAND/NOR: 2 / 0.82
## cells in the mapped netlist (3+ instances only)
cell,instances
a21oi_1,7
clkbuf_1,8
clkbuf_8,4
dfrtp_1,46
dfxtp_1,3
ha_1,5
inv_1,14
nand2_1,14
nand3_1,3
nand4_1,3
nor2_1,17
nor2b_1,3
nor3_1,9
nor4_1,4
o21ai_0,3
o22ai_2,3
xnor2_1,12
xor2_1,9
## state kept, by name (all words and copies together), names as in the netlist
signal	count
timeout_output_enable.counter	10
timeout_output_enable.start_latch	1
timeout_column_address.counter	6
clk_pixel_en	1
brightness_mask_active	6
brightness_mask	6
row_address	4
row_latch_state	2
timeout_clk_pixel_load_en.counter	7
row_address_active	4
timeout_column_address.start_latch	1
state	2
## what timing repair did
item	4_1_cts	5_1_grt
endpoints found under the setup margin	17	18
resized	30	19
setup buffers	12	6
pin swaps	12	7
endpoints found under the hold margin	0	0
## stage by stage
| step | cell area, um2 | util, % | TNS [ns] | setup slack [ns] | total power [mW] |
|---|---|---|---|---|---|
| after CTS | 3200 | 41.2 | -1.88 | -0.419 | 1.39 |
| after global routing | 3320 | 42.7 | -3.03 | -0.384 | 1.49 |
| final | 3320 | 42.7 | -2.14 | -0.338 | 1.42 |
| after global placement | 2850 | 36.7 | -1.20 | -0.288 | 0.595 |
| after floorplan | 2440 | - | -0.951 | -0.425 | 0.530 |
| after detailed placement | 2850 | 36.7 | -1.12 | -0.298 | 0.595 |
No activity file was given, so power comes from the tool's default toggle rates.
