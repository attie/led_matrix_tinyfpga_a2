$ cat ./config.mk
export PLATFORM = sky130hd
export DESIGN_NAME = control_module
export DESIGN_NICKNAME = control_module
export VERILOG_FILES = /design/flow/design.v
export SDC_FILE = /design/flow/constraint.sdc
export NUM_CORES = 4
export LEC_CHECK = 1
export CORE_UTILIZATION = 50
$ cat ./constraint.sdc
current_design control_module

set clk_period 1.5
set clk_io_pct 0.2

create_clock -name clk0 -period $clk_period [get_ports {clk_in}]

set non_clock_inputs [all_inputs -no_clocks]
set_input_delay [expr $clk_period * $clk_io_pct] -clock clk0 $non_clock_inputs
set_output_delay [expr $clk_period * $clk_io_pct] -clock clk0 [all_outputs]
$ cat ./design.v
module clock_divider #(
	parameter CLK_DIV_WIDTH = 8,
	parameter CLK_DIV_COUNT = 0
) (
	input reset,
	input clk_in,
	output reg clk_out
);
	reg [CLK_DIV_WIDTH - 1:0] clk_count;
	always @(posedge clk_in, posedge reset) begin
		if (reset) begin
			clk_out <= 1'b0;
			clk_count <= 'b0;
		end
		else begin
			if (clk_count == (CLK_DIV_COUNT - 1)) begin
				clk_out <= ~clk_out;
				clk_count <= 'b0;
			end
			else begin
				clk_count <= clk_count + 'd1;
			end
		end
	end
endmodule
module control_module #(
	parameter UART_CLK_DIV_COUNT = 25,  
	parameter UART_CLK_DIV_WIDTH = 8
) (
	input reset,
	input clk_in,
	input uart_rx,
	output rx_running,
	output reg [2:0] rgb_enable = 3'b111,
	output reg [5:0] brightness_enable = 6'b111111,
	input [7:0] ram_data_in,
	output reg [7:0] ram_data_out,
	output reg [11:0] ram_address,
	output reg ram_write_enable,
	output ram_clk_enable,
	output ram_reset
);
	wire [7:0] uart_rx_data;
	wire uart_rx_running;
	wire uart_rx_invalid;
	reg ram_access_start = 1'b0;  
	reg ram_access_start_latch = 1'b0;
	assign ram_reset = reset;
	reg  [1:0]  cmd_line_state = 2'b0;
	reg  [4:0]  cmd_line_addr_row = 5'd0;
	reg  [7:0]  cmd_line_addr_col = 8'd0;
	wire [11:0] cmd_line_addr = { cmd_line_addr_row[4:0], ~cmd_line_addr_col[6:1], cmd_line_addr_col[0] };
	uart_rx #(
		.CLK_DIV_COUNT(UART_CLK_DIV_COUNT),
		.CLK_DIV_WIDTH(UART_CLK_DIV_WIDTH)
	) urx (
		.reset(reset),
		.clk_in(clk_in),
		.rx_line(uart_rx),
		.rx_data(uart_rx_data),
		.rx_running(uart_rx_running),
		.rx_invalid(uart_rx_invalid)
	);
	timeout #(
		.COUNTER_WIDTH(2)
	) timeout_cmd_line_write (
		.reset(reset),
		.clk_in(~clk_in),
		.start(ram_access_start ^ ram_access_start_latch),
		.value(2'b10),
		.counter(),
		.running(ram_clk_enable)
	);
	assign rx_running = uart_rx_running;
	always @(posedge ram_clk_enable, posedge reset) begin
		if (reset) begin
			ram_access_start_latch <= 1'b0;
		end
		else begin
			ram_access_start_latch <= ram_access_start;
		end
	end
	always @(negedge uart_rx_running, posedge reset) begin
		if (reset) begin
			rgb_enable <= 3'b111;
			brightness_enable <= 6'b111111;
			ram_data_out <= 8'd0;
			ram_address <= 12'd0;
			ram_write_enable <= 1'b0;
			ram_access_start <= 1'b0;
			cmd_line_state <= 2'd0;
			cmd_line_addr_row <= 5'd0;
			cmd_line_addr_col <= 7'd0;
		end
		else if (cmd_line_state == 2'd2) begin
			cmd_line_addr_row[4:0] <= uart_rx_data[4:0];
			cmd_line_addr_col[7:0] <= 8'd127;
			cmd_line_state <= 2'd1;
		end
		else if (cmd_line_state == 2'd1) begin
			if (cmd_line_addr_col != 'd0) begin
				cmd_line_addr_col <= cmd_line_addr_col - 'd1;
			end
			else begin
				cmd_line_state <= 2'd0;
			end
			ram_data_out <= uart_rx_data[7:0];
			ram_address <= cmd_line_addr;
			ram_write_enable <= 1'b1;
			ram_access_start <= !ram_access_start;
		end
		else if (!uart_rx_invalid) begin
			case (uart_rx_data)
				"R": rgb_enable[0] <= 1'b1;
				"r": rgb_enable[0] <= 1'b0;
				"G": rgb_enable[1] <= 1'b1;
				"g": rgb_enable[1] <= 1'b0;
				"B": rgb_enable[2] <= 1'b1;
				"b": rgb_enable[2] <= 1'b0;
				"1": brightness_enable[5] <= ~brightness_enable[5];
				"2": brightness_enable[4] <= ~brightness_enable[4];
				"3": brightness_enable[3] <= ~brightness_enable[3];
				"4": brightness_enable[2] <= ~brightness_enable[2];
				"5": brightness_enable[1] <= ~brightness_enable[1];
				"6": brightness_enable[0] <= ~brightness_enable[0];
				"0": brightness_enable <= 6'b000000;
				"9": brightness_enable <= 6'b111111;
				"L": cmd_line_state <= 2'd2;
			endcase
		end
	end
endmodule
module timeout #(
	parameter COUNTER_WIDTH = 8
) (
	input reset,
	input clk_in,
	input start,
	input [COUNTER_WIDTH - 1:0] value,
	output reg [COUNTER_WIDTH - 1:0] counter,
	output running
);
	reg start_latch = 1'b0;
	assign running = counter != 0;
	always @(posedge clk_in, posedge reset) begin
		if (reset) begin
			counter <= 'b0;
			start_latch <= 1'b0;
		end
		else begin
			if (start && !start_latch) begin
				counter <= value;
			end
			else if (counter != 0) begin
				counter <= counter - 'd1;
			end
			start_latch <= start;
		end
	end
endmodule
module uart_rx #(
	parameter CLK_DIV_COUNT = 30,  
	parameter CLK_DIV_WIDTH = 5,
	parameter DATA_COUNT = 8,
	parameter STOP_COUNT = 1
) (
	input reset,
	input clk_in,
	input rx_line,
	output [DATA_COUNT - 1:0] rx_data,
	output rx_running,
	output rx_invalid
);
	localparam START_COUNT = 1;  
	localparam DATASTOP_COUNT = DATA_COUNT + STOP_COUNT;
	reg [DATASTOP_COUNT - 1:0] rx_bitstream = 'd0;
	assign rx_data[DATA_COUNT - 1:0] = rx_bitstream[DATA_COUNT - 1:0];
	assign rx_invalid = rx_bitstream == 'd0;
	wire clkdiv_baudrate_reset = reset || (rx_line && !rx_running);
	wire clk_baudrate;
	wire timeout_word_start = !rx_line && !rx_running;
	clock_divider #(
		.CLK_DIV_COUNT(CLK_DIV_COUNT),
		.CLK_DIV_WIDTH(CLK_DIV_WIDTH)
	) clkdiv_baudrate (
		.reset(clkdiv_baudrate_reset),
		.clk_in(clk_in),
		.clk_out(clk_baudrate)
	);
	timeout #(
		.COUNTER_WIDTH(4)
	) timeout_word (
		.reset(reset),
		.clk_in(~clk_baudrate),
		.start(timeout_word_start),
		.value(DATASTOP_COUNT),
		.counter(),
		.running(rx_running)
	);
	always @(posedge clk_baudrate, posedge reset) begin
		if (reset) begin
			rx_bitstream <= 'd0;
		end
		else if (rx_running) begin
			rx_bitstream <= { rx_line, rx_bitstream[DATASTOP_COUNT - 1:1] };
		end
	end
endmodule
$ cat ./run.sh
#!/bin/bash
# OpenROAD 26Q1-2900-gdf79404cd8, Yosys 0.63+post, stock flow scripts
make -C /OpenROAD-flow-scripts/flow DESIGN_CONFIG=/design/flow/config.mk WORK_HOME=/design/flow/orfs finish
==> PnR_summary.wiki <==
== Run summary ==
{| class="wikitable"
! Metric !! Value
|-
| Worst setup skew after layout || around 0.0077 ns
|-
| Die outline area || 7090 sq um
|-
| Residual DRC count || 0
|-
| Via count of the first global-routing pass || 2278
|-
| Global route total overflow || 0
|-
| Global-route wire length before repair || 10700 um
|-
| Fill cell count || 530
|-
| Core area || ~6400 sq um
|-
| Number of I/O port buffers || 35
|-
| Cell total after placement || ~420
|-
| Flop2flop setup slack || 0.21 ns
|-
| HPWL after DPL || 4230 um
|-
| Unrepaired setup endpoints after global routing || true
|-
| Kind of capture point of the worst setup path || primary output
|-
| Result of the run || finished, violations left
|-
| Min setup slack post-route || -0.543 ns
|-
| Endpoints left unconstrained || a little over 90
|-
| Setup slack after placement || -0.667 ns
|-
| Ratio of total power to cell area || 173 nW/um^2
|-
| Hold violation count in the final report || 0
|-
| Post-synthesis average cell area || between 10 and 15 sq um
|-
| Chip Width || 84.2 um
|-
| Final Core Density || ~61%
|-
| Slew at the pin closest to its max-slew limit || ~0.8 ns
|-
| Cell-by-cell listing of the critical path || inv_1 -> ha_2 -> inv_2 -> buf_2
|-
| Failing checks || negative setup slack
|-
| Setup-violating endpoint count in the final report || 1
|-
| Clock latency on the worst-skew pair || 0.24 ns
|-
| Total tool warning count || approximately 40
|-
| Number of cell instances after yosys synthesis || between 300 and 400
|-
| Placer's final routability congestion estimate || 0.816
|-
| Synthesized cell area || ~3400 sq um
|-
| Area used by sequential logic in the layout || 1840 sq um
|-
| Worst path buffer plus inverter count || 3
|-
| Number of synthesis warnings || 6
|-
| FP Rows || 29
|-
| Setup CP Type || flop to primary output
|-
| I/O pin cnt || 44
|-
| Root buffer cell || sky130_fd_sc_hd__clkbuf_8
|-
| Violation count after the first detailed-route iteration || around 98
|-
| Number of cells produced by synthesis || 316
|-
| Count of inserted antenna diode cells || 0
|-
| Min-delay worst type || primary input to async pin
|-
| Reported leakage power || 1.80 nW
|-
| Post-synth top cells || sky130_fd_sc_hd__dfrtn_1 (46), sky130_fd_sc_hd__nand2_1 (32), sky130_fd_sc_hd__inv_1 (26)
|-
| Antenna viol nets, final || 0
|-
| Starting Density || 52.6%
|-
| Vias post-DR || 2289
|-
| Unique cell types || between 50 and 60
|-
| Cell with the largest stage delay on the worst path || sky130_fd_sc_hd__dfrtn_1
|-
| Post-CTS clock slew at the launch and capture registers of the worst setup and hold paths || 0.05 ns
|-
| Fraction of synthesis flops using an asynchronous set or reset pin || 100%
|-
| Share of post-route cells with drive strength above 1 || between 15 and 20%
|-
| # H-tree levels || 1
|-
| Critical Path Max Stage Delay || about 0.40 ns
|-
| Antenna violations before repair || 0
|-
| Total power || 674 uW
|-
| Library cell occupying the most area in the post-synthesis netlist || sky130_fd_sc_hd__dfrtn_1
|-
| Routed WL || a little under 6000 um
|-
| Total global routing track utilization || 19.3%
|-
| Number of violations of the max-capacitance limit || 0
|-
| Tightest slew margin relative to the limit || between 40% and 50%
|-
| Placed standard-cell area || 3840 sq um
|-
| Final routed wire length divided by cell count || 13.8 um
|-
| Number of max-slew violations in the final report || 0
|-
| Portion of the post-synthesis area used by sequential elements || 54.4%
|-
| Share of the synthesized area in the top cell type || 34.0%
|-
| Via density per instance || 5.36
|-
| Number of register pins that no clock reaches || 61
|-
| Total stage count of the critical path || 4
|-
| Max FO, Critical Path || 2
|-
| Maximum count of clock buffers along a single path || 2
|-
| Area growth syn-to-layout || 15.1%
|-
| Depth of the most critical reg-to-reg path || 3
|-
| Crit path max-delay family || flip-flops
|-
| Filler-free cell count of the finished design || 427
|-
| Pin count of the biggest net entering global routing || approximately 62
|-
| TritonCTS buffer count || 3
|-
| EDFF count, synth || 0
|-
| Main area contributors after synthesis || sky130_fd_sc_hd__dfrtn_1 (34%), sky130_fd_sc_hd__dfrtp_1 (13%), sky130_fd_sc_hd__dfstp_2 (7.0%)
|-
| Final instance area || 3890 sq um
|-
| Launch point of the worst reg-to-reg path || urx.clkdiv_baudrate.clk_count[2]
|-
| Quantity of hold-fixing buffers added after cts || 0
|-
| Start point of the critical path || timeout_cmd_line_write.counter[0]
|-
| Area taken by multi-input logic gates || 1390 sq um
|-
| Number of detailed-route iterations in the first pass || 23
|-
| Clock tree from TritonCTS || done
|-
| Worst path required time || between 1 and 1.5 ns
|-
| Yosys chip area || 3380 sq um
|-
| Data arrival time at the worst-slack endpoint || 1.74 ns
|-
| Critical path launch point type || flop
|-
| Most frequent cell after synthesis || sky130_fd_sc_hd__dfrtn_1
|-
| Die H || around 84 um
|-
| Worst vdd rail ir drop || 531 uV
|-
| Worst reg2reg path endpoint || urx.clkdiv_baudrate.clk_out
|-
| Register bit count reported by yosys || 73
|-
| Termination of the worst setup path || ram_clk_enable
|-
| Flip-flop cell with the highest count after synthesis || sky130_fd_sc_hd__dfrtn_1
|}
==> cell families (layout without fill, tap and decap cells) <==
group | count (synthesis) | count (layout) | synth area share (%)
compound gates | 55 | 55 | 11.5
fa+ha+maj | 9 | 9 | 3.33
xor+xnor | 11 | 11 | 2.85
simple gates | 100 | 100 | 14.5
buf+inv | 41 | 75 | 4.70
flops | 73 | 73 | 54.4
mux | 27 | 27 | 8.73
==> worst reg2reg max path, cell delays in order (launching register included) <==
cell and delay [ns]:
sky130_fd_sc_hd__dfrtp_1 0.43, sky130_fd_sc_hd__nor4_1 0.28, sky130_fd_sc_hd__and4_1 0.35, sky130_fd_sc_hd__xor2_1 0.16
==> flip-flops by register name, summed over array words and instances, names as in the netlist <==
register	cells
ram_address	12
urx.rx_bitstream	9
cmd_line_addr_col	8
ram_data_out	8
urx.clkdiv_baudrate.clk_count	8
brightness_enable	6
cmd_line_addr_row	5
urx.timeout_word.counter	4
rgb_enable	3
cmd_line_state	2
timeout_cmd_line_write.counter	2
ram_access_start	1
ram_access_start_latch	1
ram_write_enable	1
timeout_cmd_line_write.start_latch	1
urx.clkdiv_baudrate.clk_out	1
urx.timeout_word.start_latch	1
==> how the worst min path moves through the flow <==
stage	from	endpoint	slack [ns]	cells past startpoint
4_1_cts	reset	urx.clkdiv_baudrate.clk_count[0]	0.41	4
6_report	reset	urx.clkdiv_baudrate.clk_count[0]	0.40	4
5_1_grt	reset	urx.clkdiv_baudrate.clk_count[0]	0.45	4
==> layout by cell type (no fill, tap or decap), drive strengths merged, types with 3 or more instances in the layout <==
master and n:
dfrtn 46, clkdlybuf4s50 33, nand2 32, inv 25
nor2 22, mux2 20, dfrtp 18, o21ai 16
buf 11, dfstp 9, ha 9, nand3 8
a31oi 7, a21oi 7, nor3 7, mux2i 7
xor2 7, nor4 5, nor2b 5, xnor2 4
nand2b 4, o31ai 4, clkbuf 4, nand4 3
==> layer usage <==
metal	part of all wire [%]	track usage, %
met1	50	31.7
met5	0	0
met3	2.9	2.59
met2	47	30.9
met4	0	0.627
==> metrics by stage <==
step / setup TNS, ns / hold slack, ns
after CTS: -0.550 / 0.415
after detailed placement: -0.697 / 0.456
after global routing: -0.581 / 0.449
final: -0.543 / 0.402
after global placement: -0.700 / 0.452
after floorplan: -0.641 / 0.338
==> power by group <==
group          internal (mW)  switching, mW  leakage, nW
sequential             0.326              0        0.925
combinational         0.0125         0.0419        0.852
clock                  0.186          0.107       0.0228
total                  0.525          0.149         1.80
==> layout make-up <==
class | count | area share, %
Tap cell | 77 | 2.48
Timing Repair Buffer | 45 | 10.8
Clock buffer | 4 | 1.16
Sequential cell | 73 | 47.2
Multi-Input combinational cell | 202 | 35.8
Inverter | 26 | 2.60
==> repair_timing <==
action	4_1_cts	5_1_grt
resized	4	1
buffers inserted	1	0
setup endpoints to repair	2	1
Power is estimated from default activity; no workload was simulated.
