===== run.sh =====
#!/bin/bash
# OpenROAD 26Q1-2900-gdf79404cd8, Yosys 0.63+post, stock flow scripts
make -C /OpenROAD-flow-scripts/flow DESIGN_CONFIG=/design/flow/config.mk WORK_HOME=/design/flow/orfs finish

===== config.mk =====
export PLATFORM = sky130hd
export DESIGN_NAME = rainbow_generator
export DESIGN_NICKNAME = rainbow_generator
export VERILOG_FILES = /design/flow/design.v
export SDC_FILE = /design/flow/constraint.sdc
export NUM_CORES = 4
export LEC_CHECK = 1
export CORE_AREA = 10 10 70 70
export DIE_AREA = 0 0 80 80

===== constraint.sdc =====
current_design rainbow_generator

set clk_period 3.0
set clk_io_pct 0.2

create_clock -name clk0 -period $clk_period

set non_clock_inputs [all_inputs -no_clocks]
set_input_delay [expr $clk_period * $clk_io_pct] -clock clk0 $non_clock_inputs
set_output_delay [expr $clk_period * $clk_io_pct] -clock clk0 [all_outputs]

===== design.v =====
module rainbow_generator (
	input [5:0] column_address,
	output [5:0] red,
	output [5:0] green,
	output [5:0] blue
);
	wire [1:0] column_phase;
	assign column_phase[0] = (column_address < 6'd21);
	assign column_phase[1] = (column_address < 6'd42) && (column_address >= 6'd21);
	assign red  [5:0] = column_phase[0] ? ( (6'd21 - column_address) * 'd3 ) : (column_phase[1] ? ( 6'd0                           ) : ( (column_address - 6'd42) * 'd3 ) );
	assign green[5:0] = column_phase[0] ? ( 6'd0                           ) : (column_phase[1] ? ( (column_address - 6'd21) * 'd3 ) : ( (6'd63 - column_address) * 'd3 ) );
	assign blue [5:0] = column_phase[0] ? ( (column_address - 6'd42) * 'd3 ) : (column_phase[1] ? ( (6'd63 - column_address) * 'd3 ) : ( 6'd0                           ) );
endmodule

==> reports/results.ini <==
[status]
status = complete, but fails checks
violations = negative setup slack

[floorplan]
die_x_um = 80
core_region_area_um2 = 3420
chip_area_um2 = 6400
num_rows = 21
core_util_floorplan_pct = 36.0
fp.dieH_um = 80
boundaryPins = 24

[yosys]
yosysSeqAreaShare_pct = 0
yosysUniqueCellTypes = 29
ys_cells = 151
synthCells = 151
most_common_cell = ha_1
ys_top_cells_by_area = ha_1 (35%), xnor2_1 (14%), fa_1 (6.5%)
avgSynthCellArea_um2 = 8.15
synth.cell_area_um2 = 1230
synth-area-yosys_um2 = 1230
common_cells = ha_1 (34), xnor2_1 (19), nand2_1 (15)
synth_area_leader_cell = ha_1
yosys_warnings = 0
top_area_share_pct = 34.6

[critical_path]
critPathBufInv = 3
crit_chain = buf_6, clkinvlp_4, ha_2, a21o_4, xnor2_2, ha_1, ha_1, nand3_4, and3_4, o211ai_1, or2b_4, a211oi_2, buf_2
end_kind = primary output
cp_common_cell = ha_1
slowest_delay_ps = 320
cpMaxStageDelayCell = ha_1
crit_arrival_ps = 3080
path_max_fanout = 4
path_class = in2out
crit_required_ps = 2400
start_kind = input pin
cp_top_family = adder cells

[timing]
slew_headroom_pct = 79.3
period_needed_ps = 3680
timing.final.max_slew_violations = 0
tns_ps = -3600
finalWorstSetupSlack_ps = -681
hold_slack_ps = 1610
rsz0062_at_grt = true
hold_viol = 0
fmax_mhz = 272
finalSetupViolCount = 9
tightest_slew_ps = 310
post-route-period-util_pct = 123

[routing]
wl_per_cell_um = 16.9
drc_errors = 0
first_iter_violations = 29
via_per_inst = 5.00
ant_nets = 0
wirelength_um = 4950
num_antenna_cells = 0
via_count = 1466
first_pass_iters = 4

[global_routing]
antenna_found_initial = 0
grt_overflow = 0
grtUsageTotal_pct = 14.9
grt_max_degree = 17
grt_first_pass_wirelength_um = 7800
grt_pass1_vias = 1521

[pwr]
p_per_area_nw_per_um2 = 277
pwr-share-clk_pct = 0
peakVddDrop_uv = 173
swShare_pct = 43.0
p_leak_nw = 1.23
switching_power_mw = 0.312
power.share.sequential_pct = 0
intPower_mw = 0.414
combinationalPowerShare_pct = 100.0

[finish]
stdcell_count = 293
seq_area_um2 = 0
final_area_um2 = 2620
syn_to_final_growth_pct = 113
clkbuf_count = 0
fillCellCount = 196
layout-drive-gt1-share_pct = 67.6
ff_count = 0

[place]
dp_hpwl_um = 2660
gp_routability_congestion = 0.849
place_area_um2 = 1850
placed_cells = 258
pre_cts_ws_ps = -1460
numPortBuffers = 24

[run]
drv_cap = 0
log.warning_count = 49

[worst_hold_path]
hold_class = in2out

power groups by stage:
stage         Sequential, mW  Combinational (mW)  Clock, mW
CTS                        0               0.636          0
global route               0               0.789          0
finish                     0               0.726          0
final timing paths:
check  cells past startpoint  endpoint              start
max                       13  green[5]  column_address[1]
min                        4   blue[0]  column_address[0]
per-stage QoR:
stage	util (%)	power, mW
after floorplan	-	0.278
after global placement	54.1	0.489
after detailed placement	54.1	0.494
after CTS	71.3	0.636
after global routing	76.7	0.789
final	76.7	0.726
placed cells by master (no fill, tap or decap), types with 3 or more instances in the layout:
cell,synthesis,layout
buf_4,0,60
buf_6,2,21
ha_4,0,19
nand2_1,15,13
xnor2_1,19,10
buf_2,2,10
ha_1,34,9
xnor2_2,0,7
ha_2,0,6
inv_1,12,5
a21oi_4,0,5
nor2_1,5,5
a21oi_2,0,5
nand3_1,8,5
dlymetal6s2s_1,0,5
a21o_1,5,4
o21ai_1,0,4
dlygate4sd2_1,0,4
inv_2,0,3
xor2_1,5,3
fa_2,0,3
logic make-up (layout without fill, tap and decap cells):
logic type | count (synthesis) | in the layout | share of synthesized area (%)
buffers and inverters | 18 | 114 | 8.55
AND-OR/OR-AND | 33 | 33 | 16.9
XOR/XNOR | 24 | 24 | 17.1
AND/OR/NAND/NOR | 38 | 38 | 16.4
adder cells (fa/ha/maj) | 38 | 38 | 41.1
timing repair:
item / 4_1_cts / 5_1_grt
gates resized: 139 / 28
hold buffers: 0 / 0
setup buffers: 28 / 8
setup endpoints to repair: 18 / 16
pin swaps: 50 / 33
layout make-up:
class	count	area (um^2)	area share [%]
tap	46	57.6	2.20
multi-input combinational	133	1650	62.8
inverter	12	57.6	2.20
timing repair buffer	102	860	32.8
routing by layer:
| metal | track usage, % | part of all wire (%) |
|---|---|---|
| met5 | 0 | 0 |
| met4 | 1.58 | 1.1 |
| met3 | 1.25 | 4.6 |
| met2 | 22.7 | 42 |
| met1 | 22.7 | 52 |
No activity file was given, so power comes from the tool's default toggle rates.
